## flow/constraint.sdc

```tcl
current_design SevenSegmentDisplay

set clk_period 1.3
set clk_io_pct 0.2

create_clock -name clk0 -period $clk_period

set non_clock_inputs [all_inputs -no_clocks]
set_input_delay [expr $clk_period * $clk_io_pct] -clock clk0 $non_clock_inputs
set_output_delay [expr $clk_period * $clk_io_pct] -clock clk0 [all_outputs]
```

## flow/config.mk

```make
export PLATFORM = sky130hd
export DESIGN_NAME = SevenSegmentDisplay
export DESIGN_NICKNAME = SevenSegmentDisplay
export VERILOG_FILES = /design/flow/design.v
export SDC_FILE = /design/flow/constraint.sdc
export NUM_CORES = 4
export LEC_CHECK = 1
export CORE_AREA = 10 10 93 93
export DIE_AREA = 0 0 103 103
```

## flow/run.sh

```bash
#!/bin/bash
# OpenROAD 26Q1-2900-gdf79404cd8, Yosys 0.63+post, stock flow scripts
make -C /OpenROAD-flow-scripts/flow DESIGN_CONFIG=/design/flow/config.mk WORK_HOME=/design/flow/orfs finish
```

## flow/design.v

```verilog
`default_nettype none
module BCDtoSevenSegment
    (input logic [3:0] bcd,
     output logic [6:0] segment);
    always_comb
        casez (bcd)
            4'b0000: segment = 7'b011_1111;
            4'b0001: segment = 7'b000_0110;
            4'b0010: segment = 7'b101_1011;
            4'b0011: segment = 7'b100_1111;
            4'b0100: segment = 7'b110_0110;
            4'b0101: segment = 7'b110_1101;
            4'b0110: segment = 7'b111_1101;
            4'b0111: segment = 7'b000_0111;
            4'b1000: segment = 7'b111_1111;
            4'b1001: segment = 7'b110_0111;
            default: segment = 7'bxxx_xxxx;
        endcase
endmodule : BCDtoSevenSegment
module SevenSegmentDisplay
    (input logic [3:0] BCD7, BCD6, BCD5, BCD4, BCD3, BCD2, BCD1, BCD0,
     input logic [7:0] blank,
     output logic [6:0] HEX7, HEX6, HEX5, HEX4, HEX3, HEX2, HEX1, HEX0);
    logic [6:0] HEX7_not, HEX6_not, HEX5_not, HEX4_not, HEX3_not, HEX2_not, 
                HEX1_not, HEX0_not;
    BCDtoSevenSegment o7(BCD7, HEX7_not);
    BCDtoSevenSegment o6(BCD6, HEX6_not);
    BCDtoSevenSegment o5(BCD5, HEX5_not);
    BCDtoSevenSegment o4(BCD4, HEX4_not);
    BCDtoSevenSegment o3(BCD3, HEX3_not);
    BCDtoSevenSegment o2(BCD2, HEX2_not);
    BCDtoSevenSegment o1(BCD1, HEX1_not);
    BCDtoSevenSegment o0(BCD0, HEX0_not);
    assign HEX7 = (blank[7] == 1) ? 7'b111_1111 : ~HEX7_not;
    assign HEX6 = (blank[6] == 1) ? 7'b111_1111 : ~HEX6_not;
    assign HEX5 = (blank[5] == 1) ? 7'b111_1111 : ~HEX5_not;
    assign HEX4 = (blank[4] == 1) ? 7'b111_1111 : ~HEX4_not;
    assign HEX3 = (blank[3] == 1) ? 7'b111_1111 : ~HEX3_not;
    assign HEX2 = (blank[2] == 1) ? 7'b111_1111 : ~HEX2_not;
    assign HEX1 = (blank[1] == 1) ? 7'b111_1111 : ~HEX1_not;
    assign HEX0 = (blank[0] == 1) ? 7'b111_1111 : ~HEX0_not;
endmodule : SevenSegmentDisplay
```

==> results.toml <==
# yosys + openroad results
[final_timing]
hold_ws_ns = 0.854
finalMaxSlewViolations = 0
worst_slew_pin_slew_ns = 0.262
rsz0062_at_grt = "true"
finalSetupViolations = 14
slew_headroom = 0.825
hold_viol = 0
finalSetupTns_ns = -1.28
finalClockPeriodUsage = 1.14
timing.fmax_mhz = 673
finalWorstSetupSlack_ns = -0.187
fin_crit_ns = 1.49

[floorplanning]
rows = 30
chipWidth_um = 103
dieHeight_um = 103
io_pins = 96
fp_util = 0.208
dieArea_um2 = 10600
core_area_um2 = 6760

[outcome]
violations = "setup timing"
status = "finished, violations left"

[finish]
mostFrequentLayoutCells = "buf_2, buf_4, buf_6"
final_layout_size_suffix_gt1_frac = 0.726
ff_latch_area_um2 = 0
nClkBuffers = 0
flop-count = 0
logic_area_um2 = 1920
fillCellCount = 558
area_growth_pct = 153
layout_top_cell = "buf_2"

[detailed_routing]
vias = 2026
drt-initial-drc-count = 21
drc = 0
finalWirelength_mm = 6.20
insertedDiodeCount = 0
wl_per_cell_um = 13.8
dr.pass1.iters = 3
drtAntennaViolNets = 0
viasPerCell = 4.51

[worst_setup_path]
startpoint_type = "input port"
cp_max_fo = 3
worstSetupPathType = "input port to output port"
required_ns = 1.04
crit_end = "HEX6[3]"
slowest_delay_ns = 0.27
worst_path_max_delay_cell = "a2111oi_4"
cp.arrival_ns = 1.23
cp-end-kind = "output port"
crit_chain = "buf_8, inv_4, buf_6, ha_4, inv_2, a2111oi_4, a31oi_1, buf_2"
startpoint = "BCD6[0]"

[job]
warning_count = 58
maxCapViolCount = 0

[global_routing]
grt_max_degree = 10
grt_pass1_vias = 2010
grt_use_total = 0.106
grt_pass1_wl_mm = 9.55
grt-ovfl-total = 0
antenna_found_initial = 0

[power_and_ir_drop]
pwr_density_cell_nw_per_um2 = 305
combPwrFrac = 1.000
seq_power_share = 0
p_total_w = 0.00108
internal_power_w = 0.000615
switching_share = 0.433
clkPwrFrac = 0
p_sw_w = 0.000469
p_leak_nw = 1.56
peakVddDrop_uv = 138

[synth]
netlist_instances = 211
yosys_area_um2 = 1410
synth_area_um2 = 1410
yosysWarnings = 1
ys_cells = 211
ys_seq_share = 0
synthDistinctLibCells = 24
avgSynthCellArea_um2 = 6.66

[placed_design]
portBuffers = 96
place_hpwl_mm = 4.57
globalplace.congestion = 0.796

[clock_tree]
cts_hold_buf = 0

[hold_path]
hold_class = "input port to output port"
## power groups by stage
stage / combinational [W] / sequential, W / clock [W]
6_report: 0.00108 / 0 / 0
5_1_grt: 0.00118 / 0 / 0
4_1_cts: 0.00101 / 0 / 0
## Yosys cell counts, types with 4 or more instances
master	instances	area [um^2]
ha_1	32	400
clkbuf_1	4	15.0
o21bai_1	15	113
inv_1	28	105
a21o_1	10	75.1
a21oi_1	24	120
nand3b_1	4	30.0
buf_2	4	20.0
o31ai_1	6	45.0
a31oi_1	4	25.0
nand2b_1	6	37.5
nor2_1	21	78.8
nor2b_1	9	56.3
o21ai_1	9	45.0
nand2_1	16	60.1
## area by class of cell
type	count	area share
Tap cell	80	0.0282
Inverter	29	0.0497
Multi-Input combinational cell	172	0.542
Timing Repair Buffer	168	0.380
## critical path, delay by kind of cell
family                   cells  cell delay [ns]
adder cells (fa/ha/maj)      1             0.26
AND-OR/OR-AND                2             0.33
buffers and inverters        5             0.37
## cells by family (layout without fill, tap and decap cells)
kind of cell | count (synthesis) | count (layout) | synth area share
compound gates | 79 | 79 | 0.382
mux | 2 | 2 | 0.0142
fa+ha+maj | 32 | 32 | 0.285
buf+inv | 39 | 197 | 0.113
simple gates | 59 | 59 | 0.206
## metrics by stage
stage               setup slack, ns  instance area [um^2]  utilization  instances
finish                       -0.187                  3550        0.525        449
global route                 -0.253                  3550        0.525        449
CTS                          -0.230                  3390        0.502        447
detailed placement           -0.977                  2840        0.421        434
global placement             -0.961                  2840        0.421        434
floorplan                    0.0604                  1410            -        211
## layer usage
layer | up-vias | track usage | wire length [um]
li1 | 1044 | - | -
met1 | 942 | 0.140 | 2750
met2 | 40 | 0.189 | 3190
met3 | 0 | 0.0135 | 263
met4 | 0 | 0 | 0
met5 | - | 0 | 0
## how the worst min path moves through the flow
stage | from | end | slack, ns | cells past startpoint
after CTS | BCD4[0] | HEX4[4] | 0.83 | 4
after global routing | BCD5[3] | HEX5[4] | 0.87 | 3
final | BCD5[3] | HEX5[3] | 0.85 | 3
## timing repair
action,in CTS,in global routing
setup buffers,13,5
pin swaps,56,34
setup endpoints to repair,56,40
resized,483,66
Power and IR drop assume default switching activity.
