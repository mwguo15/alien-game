**/design/flow/design.v**
```verilog
`default_nettype none
module myAbstractFSM (
  output logic [1:0] credit,
  output logic drop,
  input logic [1:0] CoinValue,
  input logic clock, reset);
enum logic [5:0] {CRED0, CRED0_1_C, CRED0_3_T, CRED0_5_P, 
                  CRED1, CRED1_2_C, CRED1_4_T, CRED1_6_P,
                  CRED2, CRED2_3_C, CRED2_5_T, CRED2_7_P,
                  CRED3, CRED3_4_C, CRED3_6_T, CRED3_8_P,
                  CRED4, CRED4_1_C, CRED4_3_T, CRED4_5_P,
                  CRED5, CRED5_2_C, CRED5_4_T, CRED5_6_P,
                  CRED6, CRED6_3_C, CRED6_5_T, CRED6_7_P,
                  CRED7, CRED7_4_C, CRED7_6_T, CRED7_8_P,
                  CRED8, CRED8_1_C, CRED8_3_T, CRED8_5_P} currState, nextState;
always_comb begin
  case (currState)
    CRED0: begin
      case (CoinValue)
        2'b01: nextState = CRED0_1_C;
        2'b10: nextState = CRED0_3_T;
        2'b11: nextState = CRED0_5_P;
        default: nextState = currState;
      endcase
    end
    CRED0_1_C: begin
      case (CoinValue)
        2'b01: nextState = currState;
        default: nextState = CRED1;
      endcase
    end
    CRED0_3_T: begin
      case (CoinValue)
        2'b10: nextState = currState;
        default: nextState = CRED3;
      endcase
    end
    CRED0_5_P: begin
      case (CoinValue)
        2'b11: nextState = currState;
        default: nextState = CRED5;
      endcase
    end
    CRED1: begin
      case (CoinValue)
        2'b01: nextState = CRED1_2_C;
        2'b10: nextState = CRED1_4_T;
        2'b11: nextState = CRED1_6_P;
        default: nextState = currState;
      endcase
    end
    CRED1_2_C: begin
      case (CoinValue)
        2'b01: nextState = currState;
        default: nextState = CRED2;
      endcase
    end
    CRED1_4_T: begin
      case (CoinValue)
        2'b10: nextState = currState;
        default: nextState = CRED4;
      endcase
    end
    CRED1_6_P: begin
      case (CoinValue)
        2'b11: nextState = currState;
        default: nextState = CRED6;
      endcase
    end
    CRED2: begin
      case (CoinValue)
        2'b01: nextState = CRED2_3_C;
        2'b10: nextState = CRED2_5_T;
        2'b11: nextState = CRED2_7_P;
        default: nextState = currState;
      endcase
    end
    CRED2_3_C: begin
      case (CoinValue)
        2'b01: nextState = currState;
        default: nextState = CRED3;
      endcase
    end
    CRED2_5_T: begin
      case (CoinValue)
        2'b10: nextState = currState;
        default: nextState = CRED5;
      endcase
    end
    CRED2_7_P: begin
      case (CoinValue)
        2'b11: nextState = currState;
        default: nextState = CRED7;
      endcase
    end
    CRED3: begin
      case (CoinValue)
        2'b01: nextState = CRED3_4_C;
        2'b10: nextState = CRED3_6_T;
        2'b11: nextState = CRED3_8_P;
        default: nextState = currState;
    endcase
    end
    CRED3_4_C: begin
      case (CoinValue)
        2'b01: nextState = currState;
        default: nextState = CRED4;
      endcase
    end
    CRED3_6_T: begin
      case (CoinValue)
        2'b10: nextState = currState;
        default: nextState = CRED6;
      endcase
    end
    CRED3_8_P: begin
      case (CoinValue)
        2'b11: nextState = currState;
        default: nextState = CRED8;
      endcase
    end
    CRED4: begin
      case (CoinValue)
        2'b01: nextState = CRED4_1_C;
        2'b10: nextState = CRED4_3_T;
        2'b11: nextState = CRED4_5_P;
        default: nextState = currState;
      endcase
    end
    CRED4_1_C: begin
      case (CoinValue)
        2'b01: nextState = currState;
        default: nextState = CRED1;
      endcase
    end
    CRED4_3_T: begin
      case (CoinValue)
        2'b10: nextState = currState;
        default: nextState = CRED3;
      endcase
    end
    CRED4_5_P: begin
      case (CoinValue)
        2'b11: nextState = currState;
        default: nextState = CRED5;
      endcase
    end
    CRED5: begin
      case (CoinValue)
        2'b01: nextState = CRED5_2_C;
        2'b10: nextState = CRED5_4_T;
        2'b11: nextState = CRED5_6_P;
        default: nextState = currState;
      endcase
    end
    CRED5_2_C: begin
      case (CoinValue)
        2'b01: nextState = currState;
        default: nextState = CRED2;
      endcase
    end
    CRED5_4_T: begin
      case (CoinValue)
        2'b10: nextState = currState;
        default: nextState = CRED4;
      endcase
    end
    CRED5_6_P: begin
      case (CoinValue)
        2'b11: nextState = currState;
        default: nextState = CRED6;
      endcase
    end
    CRED6: begin
        case (CoinValue)
        2'b01: nextState = CRED6_3_C;
        2'b10: nextState = CRED6_5_T;
        2'b11: nextState = CRED6_7_P;
        default: nextState = currState;
      endcase
    end
    CRED6_3_C: begin
      case (CoinValue)
        2'b01: nextState = currState;
        default: nextState = CRED3;
      endcase
    end
    CRED6_5_T: begin
      case (CoinValue)
        2'b10: nextState = currState;
        default: nextState = CRED5;
      endcase
    end
    CRED6_7_P: begin
      case (CoinValue)
        2'b11: nextState = currState;
        default: nextState = CRED7;
      endcase
    end
    CRED7: begin
        case (CoinValue)
        2'b01: nextState = CRED7_4_C;
        2'b10: nextState = CRED7_6_T;
        2'b11: nextState = CRED7_8_P;
        default: nextState = currState;
      endcase
    end
    CRED7_4_C: begin
      case (CoinValue)
        2'b01: nextState = currState;
        default: nextState = CRED4;
      endcase
    end
    CRED7_6_T: begin
      case (CoinValue)
        2'b10: nextState = currState;
        default: nextState = CRED6;
      endcase
    end
    CRED7_8_P: begin
      case (CoinValue)
        2'b11: nextState = currState;
        default: nextState = CRED8;
      endcase
    end
    CRED8: begin
        case (CoinValue)
        2'b01: nextState = CRED8_1_C;
        2'b10: nextState = CRED8_3_T;
        2'b11: nextState = CRED8_5_P;
        default: nextState = currState;
      endcase
    end
    CRED8_1_C: begin
      case (CoinValue)
        2'b01: nextState = currState;
        default: nextState = CRED1;
      endcase
    end
    CRED8_3_T: begin
      case (CoinValue)
        2'b10: nextState = currState;
        default: nextState = CRED3;
      endcase
    end
    CRED8_5_P: begin
      case (CoinValue)
        2'b11: nextState = currState;
        default: nextState = CRED5;
      endcase
    end
    default: begin
      nextState = currState;
    end
  endcase
end
always_comb begin
  credit = 4'b0000; drop = 1'b0;
  unique case (currState)
    CRED0: begin 
      drop = 1'b0;
      credit = 4'b00;
    end
    CRED1: begin
      drop = 1'b0;
      credit = 4'b01;
    end 
    CRED0_1_C: begin
      drop = 1'b0;
      credit = 4'b01;
    end
    CRED4_1_C: begin
      drop = 1'b0;
      credit = 4'b01;
    end
    CRED8_1_C: begin
      drop = 1'b0;
      credit = 4'b01;
    end
    CRED2: begin
      drop = 1'b0;
      credit = 4'b10;
    end 
    CRED1_2_C: begin
      drop = 1'b0;
      credit = 4'b10;
    end 
    CRED5_2_C: begin
      drop = 1'b0;
      credit = 4'b10;
    end 
    CRED3: begin
      drop = 1'b0;
      credit = 4'b11;
    end   
    CRED0_3_T: begin
      drop = 1'b0;
      credit = 4'b11; 
    end   
    CRED2_3_C: begin
      drop = 1'b0;
      credit = 4'b11;
    end   
    CRED4_3_T: begin
      drop = 1'b0;
      credit = 4'b11;
    end   
    CRED6_3_C: begin
      drop = 1'b0;
      credit = 4'b11;
    end  
    CRED8_3_T: begin
      drop = 1'b0;
      credit = 4'b11;
    end   
    CRED4: begin
        drop = 1'b1;
        credit = 4'b00;
      end    
    CRED1_4_T: begin
        drop = 1'b1;
        credit = 4'b00;
      end      
    CRED3_4_C: begin
        drop = 1'b1;
        credit = 4'b00;
      end    
    CRED5_4_T: begin
        drop = 1'b1;
        credit = 4'b00;
      end    
    CRED7_4_C: begin
        drop = 1'b1;
        credit = 4'b00;
      end    
    CRED5: begin
        drop = 1'b1;
        credit = 4'b01;
    end   
    CRED0_5_P: begin 
        drop = 1'b1;
        credit = 4'b01;
    end
    CRED2_5_T: begin 
        drop = 1'b1;
        credit = 4'b01;
    end
    CRED4_5_P: begin 
        drop = 1'b1;
        credit = 4'b01;
    end
    CRED6_5_T: begin 
        drop = 1'b1;
        credit = 4'b01;
    end
    CRED8_5_P: begin 
      drop = 1'b1;
      credit = 4'b01;
    end
    CRED6: begin
          drop = 1'b1;
          credit = 4'b10;
       end   
    CRED1_6_P: begin
          drop = 1'b1;
          credit = 4'b10;
       end 
    CRED3_6_T: begin
          drop = 1'b1;
          credit = 4'b10;
       end
    CRED5_6_P: begin
          drop = 1'b1;
          credit = 4'b10;
       end  
    CRED7_6_T: begin
          drop = 1'b1;
          credit = 4'b10;
       end 
    CRED7: begin
          drop = 1'b1;
          credit = 4'b11;
       end   
    CRED2_7_P: begin
          drop = 1'b1;
          credit = 4'b11;
       end  
    CRED6_7_P: begin
          drop = 1'b1;
          credit = 4'b11;
       end
    CRED8: begin
          drop = 1'b1;
          credit = 4'b00;
        end   
    CRED3_8_P: begin
          drop = 1'b1;
          credit = 4'b00;
        end  
    CRED7_8_P: begin
          drop = 1'b1;
          credit = 4'b00;
        end 
  endcase
end
always_ff @(posedge clock)
  if (reset)
    currState <= CRED0; 
  else
    currState <= nextState;
endmodule: myAbstractFSM
```
**/design/flow/run.sh**
```bash
#!/bin/bash
# OpenROAD 26Q1-2900-gdf79404cd8, Yosys 0.63+post, stock flow scripts
make -C /OpenROAD-flow-scripts/flow DESIGN_CONFIG=/design/flow/config.mk WORK_HOME=/design/flow/orfs finish
```
**/design/flow/config.mk**
```make
export PLATFORM = sky130hd
export DESIGN_NAME = myAbstractFSM
export DESIGN_NICKNAME = myAbstractFSM
export VERILOG_FILES = /design/flow/design.v
export SDC_FILE = /design/flow/constraint.sdc
export NUM_CORES = 4
export LEC_CHECK = 1
export CORE_AREA = 10 10 84 84
export DIE_AREA = 0 0 94 94
```
**/design/flow/constraint.sdc**
```tcl
current_design myAbstractFSM

set clk_period 3.2
set clk_io_pct 0.2

create_clock -name clk0 -period $clk_period [get_ports {clock}]

set non_clock_inputs [all_inputs -no_clocks]
set_input_delay [expr $clk_period * $clk_io_pct] -clock clk0 $non_clock_inputs
set_output_delay [expr $clk_period * $clk_io_pct] -clock clk0 [all_outputs]
```
==> run summary <==
Implementation run completed; key figures follow.

Route:
- Detailed routing inserted a total of 1025 vias.
- The run gives the count of antenna diodes in the layout as 0.
- The run puts the number of design-rule violations left by the first detailed-router iteration at 119.
- Dividing the detail-routed via count by the number of cells gives 4.56.
- The run puts the antenna violation net count after detailed routing at 0.
- The run puts the detailed-route DRC error count at 0.
- For this sky-water flow run, the detailed-routed wirelength per cell is reported as 11.9 µm.
- The run puts the routed wire length at 2670 µm.
- The run puts the total iterations of the first detailed-routing run at 4.

Critical path:
- The run gives the data arrival time at the worst-slack endpoint as 3.15 ns.
- The worst setup path is of the in2reg kind.
- The run gives the worst setup path startpoint as CoinValue[0].
- The run gives the maximum fanout encountered on the critical timing path as 5.
- The run puts the number of cells on the worst reg-to-reg path at 14.
- The run puts the required time reported for the critical path endpoint at 3.34 ns.
- The run gives the launch instance of the worst register-to-register path as currState[5]$_SDFFE_PP0N_.
- The run gives the kind of end point of the critical path as a flop.
- The run gives the element type at the critical path start as a primary input.

Clock network:
- TritonCTS built the clock tree.
- CTS reports a maximum clock tree buffer depth of 2.
- The run puts the later-pin clock latency in the skew report at 0.23 ns.
- The run gives the clock-pin transition on the worst setup and hold timing paths as 0.04 ns.
- The run puts the number of clock sinks at 9.
- The root buffer cell chosen for the clock tree is clkbuf_8.
- The run gives the hold buffer count at CTS as 0.
- The number of clock buffers added by TritonCTS is 3.
- The run gives the number of levels the H-tree was split into as 1.

Logic synthesis:
- The run puts the count of mapped cells out of synthesis at 130.
- Counting flops with an async set or reset pin after synthesis yields a share of 0%.
- The run puts the number of distinct standard cells referenced by the synthesized netlist at 50.
- The run gives the post-synth area from yosys stat as 1010 µm².
- The run puts the post-synthesis register bit count at 9.
- The run puts the register share after synthesis at 17.8%.
- The run puts the mean cell area of the mapped netlist at 7.78 µm².
- Post-synth the commonest register cell is dfxtp_1.
- The run puts the synthesized cell area at 1010 µm².
- For this run, the number of Yosys warnings is 1.
- Counting flops with a built-in enable in the synthesized netlist gives 0.
- The run puts the cell count in the Yosys report at 130.

Timing:
- The run gives the pin slew with the least headroom to its limit as 0.467 ns.
- The run puts the total of endpoints with negative setup slack in the final report at 0.
- The run puts the portion of the clock cycle consumed by the worst path in the final layout at 94.0%.
- The clock period could shrink to 3.01 ns.
- The run puts the maximum achievable frequency at 0.332 GHz.
- Across the routed clock network, the largest skew measured is 0.00204 ns.
- In the final report, the number of pins over their slew limit comes to 0.
- The run gives the relative max-transition margin as 68.8%.
- Setup repair after global routing left no endpoint under its margin.
- The run gives the final-report hold violation count as 0.

Global routing:
- The run puts the number of antenna violations at the first check in global routing at 0.
- The run gives the wire length of the first global-routing pass as 4660 µm.
- The run gives the number of global-route vias before repair as 965.
- The run gives the largest net degree at the start of global routing as 17.
- The run puts the residual overflow from global routing at 0.
- The run gives the total routing resource utilization after global routing as 6.29%.

Final layout:
- Registers take 180 µm².
- Ranking logic cells in the layout by count gives the top entries 25 x buf_4, 11 x nor2_1, 9 x dfxtp_1.
- The run puts the post-route standard cell area excluding fillers at 1340 µm².
- The final report lists a non-filler cell total of 225.
- The run puts the multi-input gate area in the final layout at 751 µm².
- Per the final layout report, the fraction of cells sized above drive strength 1 comes to 29.0%.
- By instance count after routing, the leading logic cell type is buf_4.
- The run puts the number of filler cells placed in the layout at 571.
- Relative to the synthesized area, the layout overhead comes to 32.8%.

Min path:
- Along the worst hold path, the cell count comes to 2.
- The run gives the kind of path behind the tightest hold check as reg2reg.
- For the worst min-delay path, the startpoint reported by OpenROAD is currState[2]$_SDFFE_PP0N_.

Placed design:
- After detailed placement, the total cell area comes to 1260 µm².
- The HPWL after detailed placement is 2000 µm.
- The run gives the final weighted congestion in routability-driven placement as 0.883.
- The number of placed instances, taps included, is 219.
- The run puts the number of buffers added on ports at 6.

Power and ir drop:
- After layout, the design draws a total of 1060 µW.
- The leakage power in the latest report is 0.000540 µW.
- The run gives the total power per unit cell area as 786 nW/µm².
- The run gives the clock share of power as 12.1%.
- Sequential cells burn 19.0% of the power.
- The run gives the switching power total as 450 µW.
- The run puts the share of total power consumed by net switching at 42.6%.
- The run puts the worst IR drop on VDD at 242 µV.
- Cell internal power was estimated by the tool at 606 µW.
- The run puts the fraction of power consumed by combinational cells at 68.9%.

Flow run:
- The run puts the OpenROAD warning count at 28.
- The report counts max-capacitance violations totalling 0.

Floorplanning:
- The die is 94 µm wide.
- The run gives the die outline height as 94 µm.
- According to the floorplan report, the placeable core area is 5200 µm².
- For this design the top-level I/O count stands at 7.
- The run gives the total die size as 8840 µm².
- The initialized floorplan defines 26 standard-cell rows.
- The run puts the starting utilization of the core area at 19.4%.

Run status:
- The flow ran to the end, and the final reports show no timing, DRC or antenna violations.
## state kept, by name, indices dropped and copies added, names as in the netlist
signal / count
credit: 2
currState: 6
drop: 1
## cell families after synthesis
| family | share of synthesized area, % |
|---|---|
| AND-OR/OR-AND | 30.8 |
| XOR/XNOR | 3.47 |
| adder cells (fa/ha/maj) | 4.95 |
| buffers and inverters | 9.65 |
| flip-flops | 17.8 |
| multiplexers | 5.20 |
| AND/OR/NAND/NOR | 28.1 |
## what timing repair did
action / CTS / global route
gates resized: 2 / 4
pin swaps: 1 / 4
endpoints found under the setup margin: 2 / 2
buffers inserted: 1 / 1
## power groups by stage
stage                 logic, µW  registers, µW  clock network [µW]
after CTS                   714            201                 131
after global routing        809            207                 140
final                       727            200                 128
## final cells by class
cell class                      instances  share of cell area [%]
Clock buffer                            4                    3.36
Inverter                                8                    2.24
Multi-Input combinational cell        103                    55.9
Sequential cell                         9                    13.4
Tap cell                               70                    6.52
Timing Repair Buffer                   31                    18.5
## cells in the mapped netlist (all sizes together), types with 3 or more instances
| cell type | count | area, µm² |
|---|---|---|
| inv | 8 | 30.0 |
| a211o | 3 | 35.0 |
| dfxtp | 9 | 180 |
| nor2 | 12 | 47.6 |
| or3 | 4 | 30.0 |
| ha | 4 | 50.1 |
| a21oi | 6 | 30.0 |
| o21ai | 6 | 30.0 |
| nor2b | 7 | 43.8 |
| a21boi | 3 | 26.3 |
| a211oi | 7 | 62.6 |
| nand2 | 7 | 26.3 |
| mux2i | 3 | 30.0 |
| buf | 9 | 63.8 |
| nor3 | 5 | 25.0 |
## metal layers
metal | vias up | GRT usage, % | wire (µm)
met5 | - | 0 | 0
met4 | 0 | 0.253 | 7
met3 | 2 | 1.05 | 137
met2 | 21 | 9.74 | 1180
met1 | 473 | 9.34 | 1340
li1 | 529 | - | -
## worst max-delay path, stage by stage
cell and delay [ns]:
dlygate4sd2_1 0.28, xor2_1 0.17, a211o_1 0.31, a211oi_2 0.27, a211o_4 0.16, mux2i_2 0.21
nor2_1 0.08, inv_1 0.10, buf_4 0.11, ha_1 0.16, nor2_1 0.06, mux2_2 0.25
nand3_1 0.08, a21oi_1 0.07, a311oi_2 0.19
## through the flow
step / setup WS (ns) / hold WS [ns] / util, % / TNS, ns
3_3_place_gp: -0.250 / 0.567 / 24.3 / -0.490
4_1_cts: 0.0346 / 0.593 / 25.3 / 0
6_report: 0.192 / 0.584 / 25.8 / 0
3_5_place_dp: -0.230 / 0.587 / 24.3 / -0.454
2_1_floorplan: 0.334 / 0.623 / - / 0
5_1_grt: 0.0175 / 0.642 / 25.8 / 0
## worst paths after layout
path                          endpoint  slack [ns]
max                  credit[1]$_DFF_P_        0.19
min          currState[2]$_SDFFE_PP0N_        0.58
max reg2reg          credit[1]$_DFF_P_        0.32
min reg2reg  currState[2]$_SDFFE_PP0N_        0.58
Power and IR drop assume default switching activity.
